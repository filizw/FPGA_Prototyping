`config.mk`:
```
export PLATFORM = sky130hd
export DESIGN_NAME = bshifter32_r
export DESIGN_NICKNAME = bshifter32_r
export VERILOG_FILES = /design/flow/design.v
export SDC_FILE = /design/flow/constraint.sdc
export NUM_CORES = 4
export LEC_CHECK = 1
export CORE_UTILIZATION = 50
```
`constraint.sdc`:
```
current_design bshifter32_r

set clk_period 5.8
set clk_io_pct 0.2

create_clock -name clk0 -period $clk_period

set non_clock_inputs [all_inputs -no_clocks]
set_input_delay [expr $clk_period * $clk_io_pct] -clock clk0 $non_clock_inputs
set_output_delay [expr $clk_period * $clk_io_pct] -clock clk0 [all_outputs]
```
`design.v`:
```
`timescale 1ns / 1ps
module bshifter32_r(
    input [31:0] a,
    input [4:0] amt,
    input lr,
    output [31:0] y
    );
	wire [31:0] a_rev, in, out, out_rev;
	reverse8 reverse_unit0(.a(a[7:0]), .y(a_rev[31:24]));
	reverse8 reverse_unit1(.a(a[15:8]), .y(a_rev[23:16]));
	reverse8 reverse_unit2(.a(a[23:16]), .y(a_rev[15:8]));
	reverse8 reverse_unit3(.a(a[31:24]), .y(a_rev[7:0]));
	reverse8 reverse_unit4(.a(out[7:0]), .y(out_rev[31:24]));
	reverse8 reverse_unit5(.a(out[15:8]), .y(out_rev[23:16]));
	reverse8 reverse_unit6(.a(out[23:16]), .y(out_rev[15:8]));
	reverse8 reverse_unit7(.a(out[31:24]), .y(out_rev[7:0]));
	rotate_right32 rotate_right_unit(.a(in), .amt(amt), .y(out));
	assign in = lr ? a_rev : a;
	assign y = lr ? out_rev : out;
endmodule
`timescale 1ns / 1ps
module reverse8(
    input [7:0] a,
    output [7:0] y
    );
	assign y = {a[0], a[1], a[2], a[3], a[4], a[5], a[6], a[7]};
endmodule
`timescale 1ns / 1ps
module rotate_right32(
    input [31:0] a,
    input [4:0] amt,
    output [31:0] y
    );
	wire [31:0] s0, s1, s2, s3;
	assign s0 = amt[0] ? {a[0], a[31:1]} : a;
	assign s1 = amt[1] ? {s0[1:0], s0[31:2]} : s0;
	assign s2 = amt[2] ? {s1[3:0], s1[31:4]} : s1;
	assign s3 = amt[3] ? {s2[7:0], s2[31:8]} : s2;
	assign y = amt[4] ? {s3[15:0], s3[31:16]} : s3;
endmodule
```
`run.sh`:
```
#!/bin/bash
# OpenROAD 26Q1-2900-gdf79404cd8, Yosys 0.63+post, stock flow scripts
make -C /OpenROAD-flow-scripts/flow DESIGN_CONFIG=/design/flow/config.mk WORK_HOME=/design/flow/orfs finish
```
==> results_dict.tcl <==
# place-and-route summary
set metrics [dict create \
    status "finished, final reports clean" \
    ys_sh_xor_pct 0.273 \
    pwr_density_cell_nw_per_um2 115 \
    maxSlewViolCount 0 \
    drc 0 \
    dp_slack_ns 0.535 \
    fin_crit_ns 5.37 \
    p_leak_nw 1.42 \
    cp.buffers_inverters 3 \
    compound_area_share_pct 29.8 \
    crit_chain "buf_2, buf_4, xor2_1, mux2_2, a222oi_1, a211o_1, o221ai_1, clkdlybuf4s50_1" \
    post-route-period-util_pct 92.5 \
    antenna_cells 0 \
    top_cells_by_area "mux4_2, mux4_1, o221ai_1" \
    timing.hold.ws_ns 3.65 \
    ios 70 \
    die_x_um 82.1 \
    post_synth.cell_area_avg_sq_um 8.99 \
    min-delay-start "amt[3]" \
    register_area_sq_um 0 \
    worstSetupStartpointType "input port" \
    die_height_um 82.1 \
    grt_pass1_vias 3142 \
    dr.pass1.iters 5 \
    postLayoutCoreUtil_pct 64.2 \
    design_area_sq_um 3890 \
    clockBufferCount 0 \
    drv_cap 0 \
    synth.comb.largest_family "multiplexers" \
    yosysSeqAreaShare_pct 0 \
    post_dp_cell_area_sq_um 3890 \
    cpLargestDelayFamily "buffers and inverters" \
    critPathKind "input port to primary output" \
    rsz0062_at_grt "false" \
    top_area_cell "mux4_2" \
    die_area_sq_um 6740 \
    ys_cells 357 \
    synth.top_cell.area_share_pct 15.4 \
    vias 3523 \
    core-area_sq_um 6060 \
    ctsResizeCount 0 \
    yosysWarnings 0 \
    synthCells 357 \
    rows 28 \
    ys_sh_mux_pct 47.4 \
    ir_drop_v 0.0000618 \
    clock.fmax_ghz 0.186 \
    port_buffers 70 \
    antenna_found_initial 0 \
    arrival_ns 4.21 \
    yosys_area_sq_um 3210 \
    max_stage_delay_ns 0.67 \
    max_slew_margin_pct 53.2 \
    area_delta_synth_final_pct 21.3 \
    common_cells "o221ai_1, nand2_1, mux2i_1, o22ai_1, mux4_2" \
    dp_cells 479 \
    synth_area_sq_um 3210 \
    postCtsHoldBufs 0 \
    grt_overflow 0 \
    critPathCaptureType "primary output" \
    yosysUniqueCellTypes 43 \
    drtIter0Drc 225 \
    hpwl_um 8500 \
    drive_above_1_share_pct 18.3 \
    min_path_type "input port to primary output" \
    grt_max_degree 45 \
    startpoint "amt[0]" \
    viasPerCell 7.35 \
    setup_ws_ns 0.435 \
    total_power_mw 0.448 \
    crit_path_max_fanout 28 \
    cts_setup_buffers 0 \
    nFlopsAndLatches 0 \
    final_cells 479 \
    wl_per_cell_um 22.4 \
    top_cell "o221ai_1" \
    finalSetupTns_ns 0 \
    hold_viol 0 \
    yosys.area_share.adder_pct 0 \
    crit_slowest_cell "a222oi_1" \
    fp-utilization_pct 53.0 \
    warnings 33 \
    ant_nets 0 \
    worstPathRequired_ns 4.64 \
    worst_pin_slew_ns 0.703 \
    grt_pass1_wl_um 16700 \
    ys_sh_simple_pct 14.9 \
    place_congestion 1.01 \
    setup_violations 0 \
    grt_usage_pct 34.3 \
    routed_wl_um 10700 \
]
where the power goes:
part | internal (mW) | switching (mW) | total [mW]
clock | 0 | 0 | 0
combinational | 0.232 | 0.216 | 0.448
sequential | 0 | 0 | 0
total | 0.232 | 0.216 | 0.448
area by class of cell:
type	instances	area, sq um
Multi-Input combinational cell	316	2970
Timing Repair Buffer	85	821
Tap cell	75	93.8
Fill cell	487	2170
Inverter	3	11.3
layout by cell type, fill, tap and decap left out, drive strengths merged, types with 10 or more instances in the layout:
master,count
a21oi,10
a22oi,17
buf,16
clkdlybuf4s50,69
mux2,23
mux2i,29
mux4,40
nand2,38
nand3,12
nor2,17
o221ai,36
o22ai,29
cells by family (layout without fill, tap and decap cells):
group	Yosys count	count (layout)
AOI/OAI and AO/OA	122	122
and+or+nand+nor	101	101
muxes	92	92
buffers and inverters	41	88
xor gates and xnor gates	1	1
layer usage:
layer / wire length, um / vias up / global-route usage, %
li1: - / 1636 / -
met1: 4360 / 1679 / 47.3
met2: 5270 / 196 / 58.9
met3: 930 / 12 / 6.35
met4: 165 / 0 / 4.91
met5: 0 / - / 0
path summary, 6_finish.rpt:
check               to  slack (ns)  cells after the start
setup / recovery  y[1]        0.43                      8
hold / removal    y[5]        3.65                      5
Power is estimated from default activity; no workload was simulated.
