==> design/flow/design.v <==
`timescale 1ns / 1ps
module fp_adder(
		input wire sign1, sign2,
		input wire [3:0] exp1, exp2,
		input wire [7:0] frac1, frac2,
		output reg sign_out,
		output reg [3:0] exp_out,
		output reg [7:0] frac_out
    );
	reg signb, signs;
	reg [3:0] expb, exps, expn, exp_diff, exprn;
	reg [7:0] fracb, fracs, fracrn;
	reg [10:0] fraca, fracn, sum_norm;
	reg [11:0] sum;
	reg [8:0] fracr;
	reg [2:0] lead0;
	always @*
	begin
		if ({exp1, frac1} > {exp2, frac2})
			begin
				signb = sign1;
				signs = sign2;
				expb = exp1;
				exps = exp2;
				fracb = frac1;
				fracs = frac2;
			end
		else
			begin
				signb = sign2;
				signs = sign1;
				expb = exp2;
				exps = exp1;
				fracb = frac2;
				fracs = frac1;
			end
		exp_diff = expb - exps;
		fraca = {fracs, 3'b0} >> exp_diff;
		if (signb == signs)
			sum = {1'b0, fracb, 3'b0} + {1'b0, fraca};
		else
			sum = {1'b0, fracb, 3'b0} - {1'b0, fraca};
		if (sum[10])
			lead0 = 3'o0;
		else if (sum[9])
			lead0 = 3'o1;
		else if (sum[8])
			lead0 = 3'o2;
		else if (sum[7])
			lead0 = 3'o3;
		else if (sum[5])
			lead0 = 3'o4;
		else if (sum[4])
			lead0 = 3'o5;
		else if (sum[3])
			lead0 = 3'o6;
		else
			lead0 = 3'o7;
		sum_norm = sum << lead0;
		if (sum[11])  
			begin
				expn = expb + 1;
				fracn = sum [11:1];
			end
		else if (lead0 > expb)  
			begin
				expn = 0; 		   
				fracn = 0;
			end
		else
			begin
				expn = expb - lead0;
				fracn = sum_norm;
			end
		if (fracn[2] & (fracn[3] | fracn[1] | fracn[0]))
			fracr = {1'b0, fracn[10:3]} + 9'd1;
		else
			fracr = {1'b0, fracn[10:3]};
		if (fracr[8])
			begin
				fracrn = fracr[8:1];
				exprn = expn + 1;
			end
		else
			begin
				fracrn = fracr[7:0];
				exprn = expn;
			end
		sign_out = signb;
		exp_out = exprn;
		frac_out = fracrn;
	end 
endmodule
==> design/flow/run.sh <==
#!/bin/bash
# OpenROAD 26Q1-2900-gdf79404cd8, Yosys 0.63+post, stock flow scripts
make -C /OpenROAD-flow-scripts/flow DESIGN_CONFIG=/design/flow/config.mk WORK_HOME=/design/flow/orfs finish
==> design/flow/config.mk <==
export PLATFORM = sky130hd
export DESIGN_NAME = fp_adder
export DESIGN_NICKNAME = fp_adder
export VERILOG_FILES = /design/flow/design.v
export SDC_FILE = /design/flow/constraint.sdc
export NUM_CORES = 4
export LEC_CHECK = 1
export CORE_UTILIZATION = 50
==> design/flow/constraint.sdc <==
current_design fp_adder

set clk_period 16.3
set clk_io_pct 0.2

create_clock -name clk0 -period $clk_period

set non_clock_inputs [all_inputs -no_clocks]
set_input_delay [expr $clk_period * $clk_io_pct] -clock clk0 $non_clock_inputs
set_output_delay [expr $clk_period * $clk_io_pct] -clock clk0 [all_outputs]
==> reports/results.ini <==
[critical_path]
required_ns = 13.04
critPathMaxStageDelay_ns = 0.50
cpMaxStageDelayCell = clkdlybuf4s50_1
cpMostUsedCell = inv_1
cp_max_fo = 14
critPathKind = in2out
startpoint_type = primary input
cp-end-kind = output pin
worstPathArrival_ns = 12.56

[placed_design]
gp_congestion = 1.05
placed_cells = 688
io_buffers = 39
place_hpwl_mm = 9.64

[flow_run]
maxCapViolCount = 0
warning_count = 41

[drt]
routed_wl_mm = 12.1
dr_total_vias = 4434
diodes = 0
wl_per_cell_um = 17.4
drtIter0Drc = 279
drc = 0
dr.pass1.iters = 5
vias_per_cell = 6.40
antenna_left = 0

[synthesis]
syn_avg_cell_area_um2 = 6.81
yosys_warnings = 1
ys_cells = 548
ys_area_um2 = 3730
yosysUniqueCellTypes = 88
postSynthCellCount = 548
top_cells_by_area = ha_1 (12%), a21oi_1 (6.0%), nand2_1 (5.2%), nor2_1 (5.2%), inv_1 (4.5%)
synthesis.area_um2 = 3730
yosysTopAreaCell = ha_1
synth_seq_share_pct = 0
top_cell_area_share_pct = 12.1

[finish]
seq_cells = 0
layout-drive-gt1-share_pct = 14.6
fin_util_pct = 62.3
final_cell_mix = nand2_1 (52), nor2_1 (52), inv_1 (45), a21oi_1 (45), clkdlybuf4s50_1 (38)
flop_area_um2 = 0
clkbuf_count = 0
area_growth_pct = 20.5
logic_area_um2 = 3540
fillCellCount = 662
final_cells = 693

[power]
leakage_uw = 0.00188
peakVddDrop_mv = 0.0867
pwr_density_cell_nw_per_um2 = 178

[final_timing]
worst_slew_pin_slew_ns = 0.765
setup_violations = 0
fin_crit_ns = 15.82
post-route-period-util_pct = 97.1
max_clock_freq_ghz = 0.0632
relSlewSlack_pct = 48.7
final-hold-violation-count = 0
slew_viol_final = 0

[floorplan]
pin_count = 39
chip_area_um2 = 7810
initCoreUtil_pct = 51.7
die_y_um = 88.4
coreArea_um2 = 7210
die.size.x_um = 88.4
rows = 31

[global_route]
grt_max_degree = 36
grt_use_total_pct = 32.3
grt_pass1_vias = 3889
antenna_found_initial = 0
grt_pass1_wl_mm = 19.7
grt-ovfl-total = 0

[hold_path]
hp-class = in2out

[run_status]
status = finished, final reports clean

[clock_tree]
hold_buffers = 0

-- worst paths after layout --
check,slack (ns),depth (start not counted),to,start
worst max-delay path,0.48,43,exp_out[1],frac2[1]
worst min-delay path,7.65,3,sign_out,sign2
-- synth_stat cells, types with 6 or more instances --
cell type,n
a211oi_1,15
a21o_1,7
a211o_1,8
nand3_1,14
mux2i_1,16
clkbuf_1,22
nor2b_1,6
xnor2_1,14
a21oi_1,45
a31oi_1,10
nand4_1,8
inv_1,45
nand2_1,52
o21ai_0,32
nor3_1,20
nor2_1,52
o21bai_1,8
ha_1,36
-- layout make-up --
cell class                      count  area share [%]
Tap cell                           99            2.75
Timing Repair Buffer               75            14.7
Inverter                           46            3.84
Multi-Input combinational cell    473            78.7
-- metal layers --
| metal | global-route usage [%] | share of wire (%) | vias to the layer above |
|---|---|---|---|
| met5 | 0 | 0 | - |
| met3 | 1.14 | 7.4 | 24 |
| met2 | 52.2 | 45 | 212 |
| met1 | 49.5 | 46 | 2031 |
| met4 | 4.40 | 1.7 | 0 |
| li1 | - | - | 2167 |
-- power by group --
group,internal (µW),switching (µW),total [µW]
registers,0,0,0
logic,344,457,801
clock network,0,0,0
-- per-stage QoR --
step | total power, µW | hold WS (ns) | cell area (µm²) | setup TNS, ns | setup WS, ns
5_1_grt | 874 | 7.70 | 4500 | -0.114 | -0.0631
4_1_cts | 773 | 7.66 | 4360 | 0 | 0.125
3_3_place_gp | 772 | 7.65 | 4360 | 0 | 0.226
2_1_floorplan | 525 | 6.62 | 3730 | 0 | 1.08
3_5_place_dp | 769 | 7.65 | 4360 | 0 | 0.186
6_report | 801 | 7.65 | 4500 | 0 | 0.478
-- worst max-delay path, delay by kind of cell --
| kind | cells | cell delay (ns) |
|---|---|---|
| buf+inv | 8 | 1.58 |
| mux | 2 | 0.61 |
| compound gates | 16 | 3.22 |
| xor+xnor | 1 | 0.10 |
| simple gates | 11 | 2.37 |
| fa+ha+maj | 5 | 1.41 |
-- cells by family after synthesis --
| group | count (synthesis) | synth area share (%) |
|---|---|---|
| AND-OR/OR-AND | 194 | 37.8 |
| XOR/XNOR | 23 | 6.71 |
| adder cells (fa/ha/maj) | 38 | 13.1 |
| multiplexers | 26 | 8.05 |
| buffers and inverters | 75 | 7.85 |
| AND/OR/NAND/NOR | 192 | 26.5 |
-- what timing repair did --
| item | in CTS | in global routing |
|---|---|---|
| endpoints found under the hold margin | 0 | 0 |
| endpoints found under the setup margin | 0 | 11 |
| setup buffers | 0 | 5 |
| gates resized | 0 | 23 |
Power and IR drop assume default switching activity.
