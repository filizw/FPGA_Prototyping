## ./design.v

```verilog
`timescale 1ns / 1ps
module bshifter32(
    input [31:0] a,
    input [4:0] amt,
    input lr,
    output [31:0] y
    );
	wire [31:0] left, right;
	rotate_left32 left_unit(.a(a), .amt(amt), .y(left));
	rotate_right32 right_unit(.a(a), .amt(amt), .y(right));
	assign y = lr ? left : right;
endmodule
`timescale 1ns / 1ps
module rotate_left32(
    input [31:0] a,
    input [4:0] amt,
    output [31:0] y
    );
	wire [31:0] s0, s1, s2, s3;
	assign s0 = amt[0] ? {a[30:0], a[31]} : a;
	assign s1 = amt[1] ? {s0[29:0], s0[31:30]} : s0;
	assign s2 = amt[2] ? {s1[27:0], s1[31:28]} : s1;
	assign s3 = amt[3] ? {s2[23:0], s2[31:24]} : s2;
	assign y = amt[4] ? {s3[15:0], s3[31:16]} : s3;
endmodule
`timescale 1ns / 1ps
module rotate_right32(
    input [31:0] a,
    input [4:0] amt,
    output [31:0] y
    );
	wire [31:0] s0, s1, s2, s3;
	assign s0 = amt[0] ? {a[0], a[31:1]} : a;
	assign s1 = amt[1] ? {s0[1:0], s0[31:2]} : s0;
	assign s2 = amt[2] ? {s1[3:0], s1[31:4]} : s1;
	assign s3 = amt[3] ? {s2[7:0], s2[31:8]} : s2;
	assign y = amt[4] ? {s3[15:0], s3[31:16]} : s3;
endmodule
```

## ./run.sh

```bash
#!/bin/bash
# OpenROAD 26Q1-2900-gdf79404cd8, Yosys 0.63+post, stock flow scripts
make -C /OpenROAD-flow-scripts/flow DESIGN_CONFIG=/design/flow/config.mk WORK_HOME=/design/flow/orfs finish
```

## ./config.mk

```make
export PLATFORM = sky130hd
export DESIGN_NAME = bshifter32
export DESIGN_NICKNAME = bshifter32
export VERILOG_FILES = /design/flow/design.v
export SDC_FILE = /design/flow/constraint.sdc
export NUM_CORES = 4
export LEC_CHECK = 1
export CORE_UTILIZATION = 40
```

## ./constraint.sdc

```tcl
current_design bshifter32

set clk_period 4.8
set clk_io_pct 0.2

create_clock -name clk0 -period $clk_period

set non_clock_inputs [all_inputs -no_clocks]
set_input_delay [expr $clk_period * $clk_io_pct] -clock clk0 $non_clock_inputs
set_output_delay [expr $clk_period * $clk_io_pct] -clock clk0 [all_outputs]
```

==> run notes <==
Figures from the implementation reports.

- The flow ran to the end, and the final reports show no timing, DRC or antenna violations.
- Per the OpenROAD floorplan log, the width of the die is 100 µm.
- For this block, the via count after detailed routing is 5020.
- The final setup violation count is 0.
- The mean instance size in the synthesized netlist is 7.68 µm².
- The area of the mapped netlist reads 3880 µm².
- Of the synthesized area, sequential elements account for 0.
- The number of fillers in the final layout reads 930.
- The remaining global-route overflow reads 0.
- The Yosys step of the flow raised 0 warnings.
- The share of the clock period used by the worst path after layout is 0.956.
- The final-report max-slew violation count is 0.
- The final weighted congestion recorded by global placement is 1.04.
- Per STA, the library cell used most along the worst path is nor3_1.
- Sorting the synthesized cells by area gives the leading types as mux4_2 (20%), nor3_1 (17%), mux2i_1 (9.5%), nor4_1 (8.9%), mux2_2 (8.1%).
- The number of antenna violations at the first check in global routing is 0.
- The DRC violation count after routing is 0.
- The type of the worst setup path reads input pin to primary output.
- Between the synthesized netlist and the finished layout, the area growth was recorded as 23.9%.
- The layout has 0 clock buffers.
- The estimated wirelength of the detail-placed design reads 15000 µm.
- The first routing iteration left 503 violations.
- The final antenna diode count is 0.
- The number of non-filler instances in the completed layout is 696.
- Across all checked pins, the minimum headroom to the slew limit is 0.323.
- The kind of capture point of the worst setup path is a primary output.
- The final standard cell utilization of the core reads 0.515.
- The share of synthesized area in the top cell type comes to 0.203.
- The timing report shows that the slowest cell on the worst path is o32ai_1.
- The placeable core region is 9330 µm².
- The gate-level netlist out of Yosys references 40 unique cell types.
- The number of hold-slack violations in the final timing report is 0.
- Of the cells placed in the final design, the portion with a size suffix greater than 1 is 0.210.
- Warnings raised by the tools during the run amount to 32.
- The logic area is 3610 µm².
- The achievable clock frequency reads 218 MHz.
- The routed wire length reads 18900 µm.
- The number of global-route vias before repair came to 4737.
- The number of input and output port buffers inserted reads 70.
- The power density over the cells is 137 nW/µm².
- The largest single stage delay on the critical path is 0.94 ns.
- The report counts max-capacitance violations totalling 0.
- The static power due to leakage is 1.63 nW.
- Traced cell by cell, the critical path runs through buf_2 -> buf_4 -> nand2b_1 -> o32ai_1 -> nor4_1 -> nor3_1 -> nor3_1 -> clkdlybuf4s50_1.
- In the synthesized netlist, the cells that appear most often are nor3_1 (134), nor2_1 (55), nor4_1 (55).
- Overall power consumption after layout is estimated at 657 µW.
- The total of hold buffers inserted after clock tree synthesis reads 0.
- In this design, the largest share of critical-path delay is due to buffers and inverters.
- The total global-route track usage is 0.398.
- Data on the critical path is required at its endpoint by 3.84 ns.
- The die extent in y is 100 µm.
- In the final timing run, aggregate negative setup slack is 0 ns.
- The final critical-path required period reads 4.59 ns.
- The top cell type by instance count after synthesis reads nor3_1.
- The sequential standard cell area reads 0 µm².
- The design has 0 sequential cells.
- The number of nets with antenna violations after detailed routing reads 0.
- Gates resized during post-CTS repair numbered 0.
- The peak supply drop is 0.0846 mV.
- The synthesis area per yosys reads 3880 µm².
- The initialized floorplan defines 35 standard-cell rows.
- Per the detail_route report, routed wire per instance is 27.2 µm.
- Entering global routing, the biggest net connects 60 pins.
- The largest fanout on the critical path is 13.
- The script logs the ratio of routed vias to standard cells as 7.21.
- The pin slew with the least headroom to its limit is 1.01 ns.
- The chip area is 10100 µm².
- The number of I/O pins reads 70.
- Setup repair after global routing left no endpoint under its margin.
- Counting both buffers and inverters, the worst setup path holds a total of 3.
- The total cells reported by yosys after synthesis reads 505.
- The cell count after synthesis is 505.
- Looking at the post-CTS report, the setup buffer insertion count equals 0.
- The effective utilization at floorplan reads 0.416.
- The startpoint kind of the worst setup timing path is an input pin.
- The critical path data arrival time reads 3.63 ns.
- The type of the most critical hold path reads input pin to primary output.
- The pre-antenna-repair detailed-routing pass consisted of 7 iterations.
- The wire length of the first global-routing pass is 28400 µm.
- The biggest area consumer among synthesized cells reads mux4_2.
- Once placement completed, the tool counted placed cells totaling 696.
-- path summary, 6_finish.rpt --
kind	endpoint	slack, ns	depth (start not counted)	startpoint
worst max-delay path	y[3]	0.21	8	amt[1]
worst min-delay path	y[0]	2.98	5	amt[0]
-- logic make-up (layout without fill, tap and decap cells) --
logic type             Yosys count  count (layout)  synth area share
AND-OR/OR-AND                   57              57             0.114
AND/OR/NAND/NOR                291             291             0.398
multiplexers                   106             106             0.418
buffers and inverters           51             113            0.0700
-- power by group --
| group | switching, mW | total (mW) | internal, mW |
|---|---|---|---|
| Clock | 0 | 0 | 0 |
| Sequential | 0 | 0 | 0 |
| Combinational | 0.347 | 0.657 | 0.310 |
-- metrics by stage --
step	hold WS, ns	worst slack (ns)	area, µm²
floorplan	2.03	1.17	3880
global route	3.01	0.0879	4810
detailed placement	2.96	0.247	4810
CTS	2.96	0.245	4810
global placement	2.95	0.226	4810
finish	2.98	0.212	4810
-- cells in the final DEF (no fill, tap or decap), drive strengths merged, types with 2 or more instances in the layout --
cell / synthesis / routed
and2: 6 / 6
nand2: 2 / 2
nor2: 58 / 58
nor2b: 13 / 13
o32ai: 11 / 11
or3: 2 / 2
o41ai: 2 / 2
or2: 2 / 2
a2111oi: 4 / 4
nor4: 55 / 55
a221oi: 2 / 2
o31ai: 2 / 2
a22o: 2 / 2
clkdlybuf4s50: 0 / 66
a211oi: 6 / 6
nor4b: 6 / 6
o2bb2a: 2 / 2
nor3b: 6 / 6
or4: 2 / 2
buf: 24 / 46
mux4: 40 / 40
o22ai: 20 / 20
nor3: 134 / 134
a22oi: 4 / 4
o21ai: 2 / 2
mux2i: 37 / 37
nand2b: 4 / 4
mux2: 29 / 29
-- per-layer routing --
layer | global-route usage | part of all wire
met1 | 0.542 | 0.39
met2 | 0.602 | 0.44
met3 | 0.142 | 0.12
met4 | 0.127 | 0.045
met5 | 0 | 0
-- tightest hold or removal path, stage by stage --
cell,delay (ns)
buf_2,0.12
buf_12,0.18
a211oi_1,0.24
nor3_1,0.08
clkdlybuf4s50_1,0.40
-- layout make-up --
class,instances,area share
Multi-Input combinational cell,454,0.751
Timing Repair Buffer,112,0.215
Tap cell,129,0.0336
Inverter,1,0.000781
Power and IR drop assume default switching activity.
